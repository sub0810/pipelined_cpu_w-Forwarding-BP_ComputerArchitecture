--- flow/run.sh ---
#!/bin/bash
# OpenROAD 26Q1-2900-gdf79404cd8, Yosys 0.63+post, stock flow scripts
make -C /OpenROAD-flow-scripts/flow DESIGN_CONFIG=/design/flow/config.mk WORK_HOME=/design/flow/orfs finish
--- flow/constraint.sdc ---
current_design CTRL

set clk_period 2.8
set clk_io_pct 0.2

create_clock -name clk0 -period $clk_period

set non_clock_inputs [all_inputs -no_clocks]
set_input_delay [expr $clk_period * $clk_io_pct] -clock clk0 $non_clock_inputs
set_output_delay [expr $clk_period * $clk_io_pct] -clock clk0 [all_outputs]
--- flow/config.mk ---
export PLATFORM = sky130hd
export DESIGN_NAME = CTRL
export DESIGN_NICKNAME = CTRL
export VERILOG_FILES = /design/flow/design.v
export SDC_FILE = /design/flow/constraint.sdc
export NUM_CORES = 4
export LEC_CHECK = 1
export CORE_AREA = 10 10 70 70
export DIE_AREA = 0 0 80 80
--- flow/design.v ---
`timescale 1ns / 1ps
module CTRL(
	input [5:0] opcode,
	input [5:0] funct,
	output reg RegDst,
	output reg Jump,
	output reg Branch,
	output reg JR,
	output reg MemRead,
	output reg MemtoReg,
	output reg MemWrite,
	output reg ALUSrc,
	output reg SignExtend,
	output reg RegWrite,
	output reg [3:0] ALUOp,
	output reg SavePC
    );
	always @(*) begin
		RegDst = 0;
		Jump = 0;
		Branch = 0;
		JR = 0;
		MemRead = 0;
		MemtoReg = 0;
		MemWrite = 0;
		ALUSrc = 0;
		SignExtend = 0;
		RegWrite = 0;
		ALUOp = 4'd0;  
		SavePC = 0;
		case(opcode)
        	6'd0: begin 
        	    RegDst = 1;
        	    RegWrite = 1;
        	    JR = (funct == 6'd8) ? 1 : 0;
        	    case(funct)
        	        6'd0:  ALUOp = 4'b0100; 
        	        6'd2:  ALUOp = 4'b0110; 
        	        6'd3:  ALUOp = 4'b0101; 
        	        6'd8:   ALUOp = 4'd0;  
        	        6'd33: ALUOp = 4'b0000;
					6'd35: ALUOp = 4'b0111;
        	        6'd36:  ALUOp = 4'b0001; 
        	        6'd37:   ALUOp = 4'b0011;  
        	        6'd38:  ALUOp = 4'b1000; 
        	        6'd39:  ALUOp = 4'b0010; 
        	        6'd42:  ALUOp = 4'b1001; 
        	        6'd43: ALUOp = 4'b1010;
				endcase
			end
        	6'd2: begin
        	    Jump = 1;
			end
        	6'd3: begin
        	    RegWrite = 1;  
        	    Jump = 1;
        	    SavePC = 1;  
			end
        	6'd4: begin
        	    Branch = 1;
        	    ALUOp = 4'b1011;
        	    SignExtend = 1;
			end
			6'd5: begin
        	    Branch = 1;
        	    ALUOp = 4'b1100;
        	    SignExtend = 1;
			end
        	6'd9: begin
        	    RegWrite = 1;
        	    ALUSrc = 1;  
        	    ALUOp = 4'b0000;  
        	    SignExtend = 1;
			end
        	6'd10: begin
        	    RegWrite = 1;
        	    ALUSrc = 1;
        	    ALUOp = 4'b1001;
        	    SignExtend = 1;
			end
        	6'd11: begin
        	    RegWrite = 1;
        	    ALUSrc = 1;
        	    ALUOp = 4'b1010;
        	    SignExtend = 1;
			end
        	6'd12: begin
        	    RegWrite = 1;
        	    ALUSrc = 1;
        	    ALUOp = 4'b0001;
			end
        	6'd13: begin
        	    RegWrite = 1;
        	    ALUSrc = 1;
        	    ALUOp = 4'b0011;
			end
        	6'd14: begin
        	    RegWrite = 1;
        	    ALUSrc = 1;
        	    ALUOp = 4'b1000;
			end
        	6'd15: begin
        	    RegWrite = 1;
        	    ALUSrc = 1;
        	    ALUOp = 4'b1101;
			end
        	6'd35: begin
        	    RegWrite = 1;
        	    ALUSrc = 1;
        	    MemRead = 1;
        	    MemtoReg = 1;
        	    ALUOp = 4'b0000;
        	    SignExtend = 1;
			end
        	6'd43: begin
        	    ALUSrc = 1;
        	    MemWrite = 1;
        	    ALUOp = 4'b0000;
        	    SignExtend = 1;	
			end
		endcase
	end
endmodule
==> flow_summary_export.csv <==
group,metric,value,unit
placement,pre_cts_ws,-0.225,ns
power,power_density,110,nW/um^2
power,p_leak,0.372,nW
sta,finalClockPeriodUsage,96.7,%
logic_synthesis,synth_top_cell_by_count,"nor2_1",
cts,postCtsHoldBufs,0,
logic_synthesis,common_cells,"nor2_1, nand2_1, a21oi_1, nand2b_1",
floorplanning,coreArea,3420,sq um
setup_path,cp_top_family,"simple AND/OR/NAND/NOR gates",
routing,wl_per_cell,10.9,microns
logic_synthesis,ys_cells,71,
routing,antenna_cells,0,
global_routing,grt_max_degree,12,
global_routing,grt_use_total,5.10,%
floorplanning,die_h,80,microns
routing,drtIter0Drc,35,
flow_run,tool_warnings,32,
final_layout,finish.utilization,26.2,%
logic_synthesis,top_cell_area_share,9.32,%
flow_run,drv_cap,0,
routing,wl,1720,microns
min_path,hold_path_class,"in2out",
setup_path,path_class,"in2out",
logic_synthesis,synthMuxAreaShare,2.80,%
power,total_power,0.0000986,W
logic_synthesis,area_leaders,"nand2b_1, nor2_1, a21oi_1",
global_routing,grt_pass1_wl,2860,microns
logic_synthesis,netlist_instances,71,
sta,holdWs,1.71,ns
sta,rsz0062_at_grt,"no",
routing,drcViolationCount,0,
logic_synthesis,ys_area,403,sq um
logic_synthesis,synthAoiAreaFrac,31.4,%
sta,setup_viol,0,
floorplanning,die_w,80,microns
placement,post-dp-hpwl,1500,microns
final_layout,synthToLayoutAreaGrowth,122,%
setup_path,critPathMaxFanout,6,
final_layout,comb_area,412,sq um
sta,layout_setup_ws,0.0933,ns
routing,first_pass_iters,4,
global_routing,antenna_found_initial,0,
setup_path,crit_slowest_cell,"or4_4",
final_layout,fill_cells,369,
sta,fmax,369,MHz
setup_path,cp-end-kind,"primary output",
global_routing,grt_pass1_vias,646,
placement,portBuffers,27,
sta,timing.final.crit_period,2.71,ns
power,ir_worst_vdd,0.0202,mV
final_layout,nClkBuffers,0,
sta,tightest_slew,0.288,ns
routing,ant_nets,0,
floorplanning,chip_area,6400,sq um
logic_synthesis,simple_gate_area_share,55.0,%
floorplanning,core.rowCount,21,
sta,hold_viol,0,
sta,slew_violations,0,
logic_synthesis,syn_area_per_cell,5.67,sq um
floorplanning,fp_util,11.8,%
routing,vias,647,
logic_synthesis,yosys_warnings,1,
logic_synthesis,synth_seq_share,0,%
final_layout,seq_cells,0,
logic_synthesis,yosys.area_share.adder,0,%
setup_path,slowest_delay,0.56,ns
global_routing,overflow,0,
final_layout,drive_above_1_share,28.6,%
floorplanning,top_level_ports,27,
run_status,run_status,"finished, final reports clean",
logic_synthesis,synth_area_leader_cell,"nand2b_1",
setup_path,critPathBufInv,2,
setup_path,cp_cell_sequence,"clkdlybuf4s15_2 > or4_4 > o31ai_4 > and3_1 > clkdlybuf4s50_1",
logic_synthesis,synth_cell_types,29,
routing,routed_via_density,4.09,
sta,slew_headroom,80.6,%
setup_path,cp.arrival,2.15,ns
logic_synthesis,synth_area,403,sq um
logic_synthesis,xor_area_share,2.17,%
logic_synthesis,synth.logic.top_family,"simple AND/OR/NAND/NOR gates",
placement,globalplace.congestion,0.811,
setup_path,cp_data_required_time,2.24,ns
setup_path,startpoint_type,"input port",
final_layout,flop_area,0,sq um
[cell families (layout without fill, tap and decap cells)]
| kind of cell | Yosys count | in the layout |
|---|---|---|
| buffers and inverters | 7 | 48 |
| XOR/XNOR | 1 | 1 |
| multiplexers | 1 | 1 |
| AND/OR/NAND/NOR | 41 | 41 |
| AND-OR/OR-AND | 21 | 21 |
[path summary, 6_finish.rpt]
kind	start	end	slack, ns	cells past startpoint
max	opcode[0]	ALUOp[2]	0.09	5
min	funct[1]	ALUOp[0]	1.71	5
[timing repair]
| action | in CTS | in global routing |
|---|---|---|
| pin swaps | 2 | 1 |
| buffers inserted | 0 | 0 |
| endpoints found under the setup margin | 7 | 5 |
| gates resized | 11 | 13 |
[power breakdown]
part / internal [W] / leakage, nW / switching (W)
logic: 0.0000550 / 0.372 / 0.0000436
clock network: 0 / 0 / 0
registers: 0 / 0 / 0
[layout by cell type, fill, tap and decap left out, types with 2 or more instances in the layout]
cell	instances
nor3_1	2
nand2_1	7
a31oi_1	3
o21ai_0	4
nor2_1	9
dlygate4sd2_1	5
nand2b_1	6
buf_4	20
o22ai_1	4
a21oi_1	5
nor3_2	2
or4_4	2
dlymetal6s2s_1	4
clkdlybuf4s50_1	16
nand3b_1	2
[metrics by stage]
| step | TNS, ns | area (sq um) | instances |
|---|---|---|---|
| floorplan | 0 | 403 | 71 |
| global placement | -0.651 | 850 | 158 |
| detailed placement | -0.737 | 850 | 158 |
| CTS | 0 | 850 | 158 |
| global route | 0 | 893 | 158 |
| finish | 0 | 893 | 158 |
[final cells by class]
class	count	area share [%]
timing repair buffer	47	47.1
multi-input combinational	64	46.1
tap	46	6.44
inverter	1	0.420
[layer usage]
layer | vias to the layer above | global-route usage (%) | part of all wire [%]
met1 | 285 | 6.26 | 43
met4 | 0 | 0 | 0
met2 | 15 | 8.99 | 47
met3 | 0 | 1.59 | 11
met5 | - | 0 | 0
li1 | 347 | - | -
[tightest hold or removal path, delay by kind of cell]
family	cells	cell delay [ns]
AND-OR/OR-AND	1	0.08
buffers and inverters	2	0.32
AND/OR/NAND/NOR	2	0.19
No activity file was given, so power comes from the tool's default toggle rates.
