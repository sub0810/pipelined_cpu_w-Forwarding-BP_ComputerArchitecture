<file path="/design/flow/config.mk">
export PLATFORM = sky130hd
export DESIGN_NAME = BP
export DESIGN_NICKNAME = BP
export VERILOG_FILES = /design/flow/design.v
export SDC_FILE = /design/flow/constraint.sdc
export NUM_CORES = 4
export LEC_CHECK = 1
export CORE_UTILIZATION = 30
export SYNTH_MEMORY_MAX_BITS = 65536
</file>
<file path="/design/flow/constraint.sdc">
current_design BP

set clk_period 96.4
set clk_io_pct 0.2

create_clock -name clk0 -period $clk_period [get_ports {clk}]

set non_clock_inputs [all_inputs -no_clocks]
set_input_delay [expr $clk_period * $clk_io_pct] -clock clk0 $non_clock_inputs
set_output_delay [expr $clk_period * $clk_io_pct] -clock clk0 [all_outputs]
</file>
<file path="/design/flow/design.v">
`timescale 1ns / 1ps
module BP(
    input           clk,
    input           rst,
    input  [31:0]   PC,
    output reg      predict_taken,
    output reg [31:0] nextPC,
    input           update_en,
    input  [31:0]   update_pc,
    input           update_taken,
    input  [31:0]   update_target,
    input           update_is_branch
);
    localparam BTB_SIZE = 64;
    localparam PHT_SIZE = 256;
    localparam BTB_EMPTY  = 2'd0;
    localparam BTB_JUMP   = 2'd1;
    localparam BTB_BRANCH = 2'd2;
    localparam STRONGLY_NOT_TAKEN = 2'd0;
    localparam WEAKLY_NOT_TAKEN   = 2'd1;
    localparam WEAKLY_TAKEN       = 2'd2;
    localparam STRONGLY_TAKEN     = 2'd3;
    reg [1:0]  btb_state   [0:BTB_SIZE-1];
    reg [23:0] btb_tag     [0:BTB_SIZE-1];
    reg [31:0] btb_target  [0:BTB_SIZE-1];
    reg [1:0]  pht         [0:PHT_SIZE-1];
    wire [5:0]  btb_index = PC[7:2];
    wire [7:0]  pht_index = PC[9:2];
    wire [23:0] pc_tag    = PC[31:8];
    wire [5:0]  update_btb_index = update_pc[7:2];
    wire [7:0]  update_pht_index = update_pc[9:2];
    wire [23:0] update_tag       = update_pc[31:8];
    always @(*) begin
        if (btb_state[btb_index] == BTB_EMPTY || btb_tag[btb_index] != pc_tag) begin
            predict_taken = 0;
            nextPC = PC + 4;
        end else if (btb_state[btb_index] == BTB_JUMP) begin
            predict_taken = 1;
            nextPC = btb_target[btb_index];
        end else if (btb_state[btb_index] == BTB_BRANCH) begin
            if (pht[pht_index] >= WEAKLY_TAKEN) begin
                predict_taken = 1;
                nextPC = btb_target[btb_index];
            end else begin
                predict_taken = 0;
                nextPC = PC + 4;
            end
        end else begin
            predict_taken = 0;
            nextPC = PC + 4;
        end
    end
    integer i;
    always @(posedge clk) begin
        if (rst) begin
            for (i = 0; i < BTB_SIZE; i = i + 1) begin
                btb_state[i]  <= BTB_EMPTY;
                btb_tag[i]    <= 24'b0;
                btb_target[i] <= 32'b0;
            end
            for (i = 0; i < PHT_SIZE; i = i + 1) begin
                pht[i] <= WEAKLY_NOT_TAKEN;
            end
        end else if (update_en) begin  
            btb_state[update_btb_index]  <= update_is_branch ? BTB_BRANCH : BTB_JUMP;
            btb_tag[update_btb_index]    <= update_tag;
            btb_target[update_btb_index] <= update_target;
            if (update_is_branch) begin
                case (pht[update_pht_index])
                    STRONGLY_NOT_TAKEN: pht[update_pht_index] <= update_taken ? WEAKLY_NOT_TAKEN : STRONGLY_NOT_TAKEN;
                    WEAKLY_NOT_TAKEN:   pht[update_pht_index] <= update_taken ? WEAKLY_TAKEN     : STRONGLY_NOT_TAKEN;
                    WEAKLY_TAKEN:       pht[update_pht_index] <= update_taken ? STRONGLY_TAKEN   : WEAKLY_NOT_TAKEN;
                    STRONGLY_TAKEN:     pht[update_pht_index] <= update_taken ? STRONGLY_TAKEN   : WEAKLY_TAKEN;
                endcase
            end
        end
    end
endmodule
</file>
<file path="/design/flow/run.sh">
#!/bin/bash
# OpenROAD 26Q1-2900-gdf79404cd8, Yosys 0.63+post, stock flow scripts
make -C /OpenROAD-flow-scripts/flow DESIGN_CONFIG=/design/flow/config.mk WORK_HOME=/design/flow/orfs finish
</file>
==> reports/metrics.csv <==
metric,value,unit
status,completed,
number of vias in the routed layout,109000,
placement row count,297,
H-tree depth,5,
Post-Route Utilization,33.8,%
Area Overhead vs Synth,12.2,%
kind of cell adding the most delay to the critical path,buffers and inverters,
crit path max-delay cell type,sky130_fd_sc_hd__a221oi_1,
Max Buffers Root-to-Sink,4,
cell chain of the critical path,"buf_16, buf_4, buf_4, buf_4, buf_4, buf_4, mux4_2, a22o_1, a221oi_1, o22ai_1, o311ai_0, nand4_1, nand4bb_1, or4_2, buf_4, mux2_2, clkdlybuf4s50_1",
power dissipated by switching net loads,0.964,mW
Post-Route WL,627000,µm
pin count of the biggest net entering global routing,137,
post-CTS setup buffers,0,
number of warnings the tools reported,34,
chip area estimate from yosys synthesis,197000,µm²
proportion of power drawn by flip-flops and latches,52.0,%
layout cell share with drive strength beyond 1,20.3,%
"non-filler cells, final",21300,
Internal Power,3.13,mW
count of cell instances traversed by the critical path,17,
Netlist cell types,82,
number of cells on the worst hold path,7,
maximum frequency from static timing analysis,21.6,MHz
async set-or-reset flop fraction in the synthesized netlist,0,%
total standard cell area after synthesis,197000,µm²
highest-count cells in the layout ignoring fill and taps,"4224 x sky130_fd_sc_hd__edfxtp_1, 3661 x sky130_fd_sc_hd__and2_1, 1113 x sky130_fd_sc_hd__mux4_2",
data arrival at the endpoint of the critical path,27.05,ns
Post-CTS Hold Fix Bufs,0,
power per cell area,18.5,nW/µm²
# Max-Cap Violations,0,
Worst path max stage delay,0.65,ns
critical path required time,77.12,ns
fraction of power spent switching nets,23.6,%
initial detailed-routing violation count,6697,
die extent in y,813,µm
time the final worst path needs with I/O delays and setup,46.33,ns
cells in synth_stat.txt,12600,
IO Pins,134,
"Clk pin slew, worst setup/hold paths",0.06,ns
"commonest non-fill, non-tap cell in the layout",sky130_fd_sc_hd__edfxtp_1,
core area,655000,µm²
Most common reg cell,sky130_fd_sc_hd__edfxtp_1,
gr usage total,20.1,%
Inserted Clock Buffers,413,
number of clock sinks,4224,
max-slew violation total from the final report,0,
clock tree root driver cell,sky130_fd_sc_hd__clkbuf_16,
worst slew slack as a fraction of its limit,27.6,%
worst clock skew,0.0668,ns
antenna violations before repair,44,
routed via count divided by cell count,5.09,
estimated wirelength of the detail-placed design,378000,µm
routability congestion estimate,0.896,
Late-Pin Clk Latency,1.02,ns
Worst-Margin Slew,1.07,ns
Synth Register Bits,4224,
share of the core filled by cells before placement,30.1,%
DRC violations left,0,
launching element type of the critical path,input port,
count of input and output buffers,131,
aggregate negative setup slack,0,ns
Post-synth seq share,64.3,%
YS warnings,1,
relative contribution of the clock network to total power,39.5,%
quantity of gates resized following cts,0,
setup violators final,0,
Combinational Power Share,8.5,%
number of global-route vias before repair,116000,
width of the die,813,µm
first-pass GRT wire length,881000,µm
Leakage,74.1,nW
start-to-end type of the worst setup path,in2out,
Post-synth EDFFs,4224,
number of nets still failing antenna checks after routing,0,
remaining global-route overflow,0,
share of the clock period used by the worst path,48.1,%
most common cell type on the critical path,sky130_fd_sc_hd__buf_4,
total die size,661000,µm²
buffer and inverter count on the worst path,8,
clock tree from TritonCTS,done,
synthesized instance count,12600,
path depth of the worst reg2reg path,11,
count of TritonRoute iterations in the first routing pass,8,
category of the worst setup path capture point,output pin,
maximum resistive drop on vdd,0.0167,mV
post-layout total power,4.09,mW
per-instance average area after synthesis,15.7,µm²
routed len/inst,29.4,µm
biggest fanout along the worst timing path,30,
total count of hold-check failures in the final report,0,
Filler Cell Count,61300,
number of instances in the placed design,20500,
type of the tightest min-delay check,reg2reg,
RSZ-0062 raised after global routing,false,
## power by group through the flow
stage     registers (mW)  logic [mW]  clock network (mW)
4_1_cts             2.13       0.345                1.64
5_1_grt             2.13       0.365                1.70
6_report            2.13       0.347                1.62
## cells by family after synthesis
| group | Yosys count | share of synthesized area (%) |
|---|---|---|
| XOR/XNOR | 66 | 0.293 |
| buffers and inverters | 1428 | 3.12 |
| multiplexers | 1477 | 15.7 |
| adder cells (fa/ha/maj) | 2 | 0.0114 |
| AND-OR/OR-AND | 583 | 2.16 |
| AND/OR/NAND/NOR | 4802 | 14.4 |
| flip-flops | 4224 | 64.3 |
## layout make-up
type | count | area, µm² | share of cell area [%]
Clock inverter | 265 | 2340 | 1.06
Tap cell | 8671 | 10800 | 4.90
Clock buffer | 496 | 10900 | 4.93
Multi-Input combinational cell | 6930 | 65200 | 29.4
Timing Repair Buffer | 663 | 5160 | 2.33
Inverter | 8 | 41.3 | 0.0186
Sequential cell | 4224 | 127000 | 57.3
Antenna cell | 54 | 135 | 0.0610
## metrics by stage
| step | hold slack, ns | cell area [µm²] | worst slack [ns] |
|---|---|---|---|
| finish | 1.93 | 221000 | 50.07 |
| global route | 1.95 | 221000 | 49.67 |
| CTS | 1.91 | 221000 | 50.00 |
| detailed placement | 1.85 | 208000 | 49.98 |
| global placement | 1.84 | 208000 | 49.89 |
| floorplan | 1.41 | 197000 | 53.88 |
## cell usage after synthesis (8+ instances only)
cell                            number  area share [%]
sky130_fd_sc_hd__nor2_1            157            0.30
sky130_fd_sc_hd__a22oi_1            81            0.31
sky130_fd_sc_hd__a211oi_1           14           0.053
sky130_fd_sc_hd__mux2_2             31            0.18
sky130_fd_sc_hd__a21oi_1            51            0.13
sky130_fd_sc_hd__buf_6              33            0.19
sky130_fd_sc_hd__and2_1           3662              12
sky130_fd_sc_hd__nor2b_1            16           0.051
sky130_fd_sc_hd__a31oi_1            13           0.041
sky130_fd_sc_hd__nor4_1              9           0.029
sky130_fd_sc_hd__xnor2_1            43            0.19
sky130_fd_sc_hd__a21o_1            241            0.92
sky130_fd_sc_hd__xor2_1             23            0.10
sky130_fd_sc_hd__o21ai_0            32           0.081
sky130_fd_sc_hd__o221ai_1           21           0.093
sky130_fd_sc_hd__buf_12              9           0.091
sky130_fd_sc_hd__a22o_1             15           0.067
sky130_fd_sc_hd__dlygate4sd3_1       8           0.041
sky130_fd_sc_hd__nor3_1            336            0.85
sky130_fd_sc_hd__buf_1             101            0.19
sky130_fd_sc_hd__a221oi_1           30            0.13
sky130_fd_sc_hd__edfxtp_1         4224              64
sky130_fd_sc_hd__or2_2              85            0.27
sky130_fd_sc_hd__nand2_1           171            0.33
sky130_fd_sc_hd__mux2i_1           171            0.87
sky130_fd_sc_hd__buf_4              34            0.13
sky130_fd_sc_hd__mux4_2           1113              13
sky130_fd_sc_hd__nand3_1           291            0.74
sky130_fd_sc_hd__nand4_1            18           0.057
sky130_fd_sc_hd__nand2b_1           24           0.076
sky130_fd_sc_hd__and3_1             11           0.035
sky130_fd_sc_hd__buf_2             127            0.32
sky130_fd_sc_hd__clkbuf_1         1099             2.1
sky130_fd_sc_hd__mux2_4             30            0.23
sky130_fd_sc_hd__mux4_1            132             1.8
sky130_fd_sc_hd__o22ai_1            31           0.098
## worst register-to-register path: stages, from the launching register on
cell,delay [ns]
sky130_fd_sc_hd__edfxtp_1,0.37
sky130_fd_sc_hd__mux4_2,0.50
sky130_fd_sc_hd__mux4_2,0.52
sky130_fd_sc_hd__a22o_1,0.33
sky130_fd_sc_hd__a221oi_1,0.65
sky130_fd_sc_hd__o22ai_1,0.17
sky130_fd_sc_hd__or3_1,0.45
sky130_fd_sc_hd__maj3_1,0.54
sky130_fd_sc_hd__nand2_4,0.60
sky130_fd_sc_hd__buf_4,0.83
sky130_fd_sc_hd__buf_4,0.74
sky130_fd_sc_hd__nor3_1,0.18
## flip-flops by register name, indices dropped and copies added, names as in the netlist
name        cells
btb_state     128
btb_tag      1536
btb_target   2048
pht           512
## final timing paths
check | endpoint | from | slack [ns]
setup / recovery | nextPC[31] | PC[2] | 50.07
hold / removal | pht[215][1]$_SDFFCE_PN0P_ | pht[26][1]$_SDFFCE_PN0P_ | 1.93
setup reg to reg | pht[224][1]$_SDFFCE_PN0P_ | pht[182][0]$_SDFFCE_PN1P_ | 90.23
hold reg to reg | pht[215][1]$_SDFFCE_PN0P_ | pht[26][1]$_SDFFCE_PN0P_ | 1.93
## layer usage
layer / global-route usage, % / wire length, µm / vias to the layer above
met3: 14.6 / 101000 / 1329
met4: 8.01 / 32600 / 32
met5: 0.855 / 511 / -
li1: - / - / 46400
met1: 20.7 / 191000 / 54300
met2: 31.3 / 301000 / 6530
No activity file was given, so power comes from the tool's default toggle rates.
