## design/flow/design.v

```verilog
`timescale 1ns / 1ps
module ALU(
		input [31:0]		operand1,
		input [31:0]		operand2,
		input [4:0]			shamt,
		input [3:0]			funct,
		output reg [31:0]	alu_result
	);
	always @(*) begin
		alu_result = 0;
		case (funct)
			4'b0000:
            	alu_result = operand1 + operand2;				
			4'b0001 :
            	alu_result = operand1 & operand2;				
			4'b0010 :
            	alu_result = ~ (operand1 | operand2);				
			4'b0011  :
            	alu_result = (operand1 | operand2);				
			4'b0100 :
            	alu_result = operand2 << shamt;				
			4'b0101 :
            	alu_result = $signed(operand2) >>> shamt;
			4'b0110 :
            	alu_result = operand2 >> shamt;				
			4'b0111:
            	alu_result = operand1 - operand2;				
			4'b1000 :
            	alu_result = operand1 ^ operand2;				
			4'b1001 :
            	alu_result = ($signed(operand1) < $signed(operand2)) ? 1 : 0;				
			4'b1010:
            	alu_result = (operand1 < operand2) ? 1 : 0;				
			4'b1011  :
            	alu_result = (operand1 == operand2) ? 1 : 0;				
			4'b1100 :
            	alu_result = (operand1 != operand2) ? 1 : 0;				
			4'b1101 :
            	alu_result = operand2 << 16;				
		endcase
	end
endmodule
```

## design/flow/run.sh

```bash
#!/bin/bash
# OpenROAD 26Q1-2900-gdf79404cd8, Yosys 0.63+post, stock flow scripts
make -C /OpenROAD-flow-scripts/flow DESIGN_CONFIG=/design/flow/config.mk WORK_HOME=/design/flow/orfs finish
```

## design/flow/config.mk

```make
export PLATFORM = sky130hd
export DESIGN_NAME = ALU
export DESIGN_NICKNAME = ALU
export VERILOG_FILES = /design/flow/design.v
export SDC_FILE = /design/flow/constraint.sdc
export NUM_CORES = 4
export LEC_CHECK = 1
export CORE_UTILIZATION = 40
```

## design/flow/constraint.sdc

```tcl
current_design ALU

set clk_period 28.4
set clk_io_pct 0.2

create_clock -name clk0 -period $clk_period

set non_clock_inputs [all_inputs -no_clocks]
set_input_delay [expr $clk_period * $clk_io_pct] -clock clk0 $non_clock_inputs
set_output_delay [expr $clk_period * $clk_io_pct] -clock clk0 [all_outputs]
```

==> results.sh <==
# source this file to load flow results
export IMPL_max_freq_mhz=61.4
export IMPL_core_area_um2=22600
export IMPL_antenna_found_initial=1
export IMPL_dr_pass1_iters=8
export IMPL_startpoint_type="input port"
export IMPL_ys_cells=1365
export IMPL_place_congestion=1.11
export IMPL_post_place_ws_ns=12.28
export IMPL_avgSynthCellArea_um2=6.72
export IMPL_std_cell_rows=55
export IMPL_syn_area_um2=9170
export IMPL_worstPathRequired_ns=22.72
export IMPL_warning_count=99
export IMPL_antenna_cells=0
export IMPL_postCtsSetupBuffers=0
export IMPL_rsz0062_at_grt="no"
export IMPL_setup_tns_ns=0
export IMPL_endpoint_kind="output pin"
export IMPL_remaining_drc_errors=0
export IMPL_lay_top_cells="146 x nor2_1, 130 x nand2_1, 121 x a21oi_1"
export IMPL_worst_slew_pin_slew_ns=0.944
export IMPL_ir_drop_v=0.00000808
export IMPL_p_sw_mw=0.137
export IMPL_setup_viol=0
export IMPL_hold_path_class="in -> out"
export IMPL_synth_seq_share=0
export IMPL_seqCellArea_um2=0
export IMPL_chip_area_um2=23500
export IMPL_die_h_um=153
export IMPL_status="complete, no violations"
export IMPL_grt_pass1_wl_mm=71.0
export IMPL_period_used=0.573
export IMPL_port_buffer_count=105
export IMPL_slew_viol_final=0
export IMPL_cp_max_fo=11
export IMPL_hold_worst_slack_ns=12.55
export IMPL_power_density_nw_per_um2=21.4
export IMPL_vias=11700
export IMPL_initCoreUtil=0.406
export IMPL_worstSetupPathType="in -> out"
export IMPL_fin_crit_ns=16.28
export IMPL_boundaryPins=105
export IMPL_drive_gt1_frac=0.0827
export IMPL_yosys_warnings=1
export IMPL_grt_overflow=0
export IMPL_lay_top_count="nor2_1"
export IMPL_area_growth_syn_to_layout_pct=13.1
export IMPL_power_internal_mw=0.0849
export IMPL_synth_cell_types=76
export IMPL_ant_nets=0
export IMPL_place_hpwl_mm=38.7
export IMPL_seqPwrFrac=0
export IMPL_drt_initial_drc_count=1358
export IMPL_grt_max_degree=67
export IMPL_arrival_ns=10.60
export IMPL_grtUsageTotal=0.417
export IMPL_finalPower_mw=0.222
export IMPL_sw_frac_of_total=0.617
export IMPL_synthCells=1365
export IMPL_max_cap_violations=0
export IMPL_die_width_um=153
export IMPL_ys_area_um2=9170
export IMPL_avgViaCountPerCell=6.98
export IMPL_seq_cell_count=0
export IMPL_clock_buffers=0
export IMPL_wire_per_inst_um=29.4
export IMPL_max_slew_margin=0.368
export IMPL_final_util=0.459
export IMPL_grt_pass1_vias=10500
export IMPL_routed_wl_mm=49.2
export IMPL_combPwrFrac=1.000
export IMPL_finalHoldViolCount=0
export IMPL_leakage_nw=4.26
export IMPL_post_cts_resized=0
export IMPL_timing_final_ws_setup_ns=12.12
export IMPL_power_share_clock=0
export IMPL_hold_buffers=0
==> routing by layer <==
| layer | global-route usage | share of wire | vias up |
|---|---|---|---|
| met3 | 0.0973 | 0.11 | 111 |
| met2 | 0.607 | 0.42 | 793 |
| li1 | - | - | 5207 |
| met1 | 0.609 | 0.43 | 5585 |
| met5 | 0 | 0 | - |
| met4 | 0.134 | 0.041 | 0 |
==> critical path: stages <==
cell and delay, ns:
clkdlybuf4s50_1 0.99, inv_1 0.32, ha_1 0.60, nor3b_1 0.10, o31a_1 0.28, or2_2 0.29
a221oi_1 0.72, a211oi_1 0.30, or2_2 0.39, o211a_1 0.20, a21boi_0 0.19, clkdlybuf4s50_1 0.51
==> power by group through the flow <==
stage	logic (mW)	registers (mW)	clock network [mW]
5_1_grt	0.234	0	0
6_report	0.222	0	0
4_1_cts	0.214	0	0
==> per-stage QoR <==
stage,instance area (um^2),std cells
after global routing,10400,1676
final,10400,1676
after global placement,10400,1676
after detailed placement,10400,1676
after floorplan,9170,1365
after CTS,10400,1676
==> path summary, 6_finish.rpt <==
kind / end / depth (start not counted) / slack (ns) / from
setup / recovery: alu_result[27] / 12 / 12.12 / operand2[6]
hold / removal: alu_result[5] / 4 / 12.55 / shamt[3]
==> cell type report <==
class | instances | area (um^2)
Timing Repair Buffer | 136 | 1270
Tap cell | 285 | 357
Inverter | 97 | 364
Multi-Input combinational cell | 1158 | 8380
Fill cell | 2395 | 12200
==> synth_stat cells, types with 6 or more instances <==
cell type,n,area (um^2)
inv_1,96,360
nand2_1,130,488
o2111ai_1,13,114
a221o_1,16,160
or2_2,7,43.8
ha_1,99,1240
o21bai_1,12,90.1
nor2_1,148,556
nand3_1,32,160
mux2i_1,63,631
or3_1,10,62.6
o211ai_1,17,128
a211oi_1,28,210
o31ai_1,9,67.6
o221ai_1,12,105
o31a_1,7,61.3
o22ai_1,21,131
nor3_1,39,195
a22oi_1,11,82.6
buf_2,25,125
o21ai_0,96,480
a31oi_1,14,87.6
clkbuf_1,78,293
nor2b_1,14,87.6
mux4_2,38,856
buf_1,6,22.5
nand4_1,9,56.3
a21oi_1,121,606
a221oi_1,32,280
mux2_2,11,124
a21o_1,16,120
and3_1,7,43.8
nand2b_1,19,119
o21a_1,7,52.6
o311ai_0,6,52.6
nor4_1,8,50.1
==> kinds of logic after synthesis <==
kind of cell,share of synthesized area
xor+xnor,0.00478
simple gates,0.224
fa+ha+maj,0.139
mux,0.176
compound gates,0.368
buf+inv,0.0885
Power and IR drop assume default switching activity.
